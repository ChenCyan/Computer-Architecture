**flow/config.mk**
```make
export PLATFORM = sky130hd
export DESIGN_NAME = WB
export DESIGN_NICKNAME = WB
export VERILOG_FILES = /design/flow/design.v
export SDC_FILE = /design/flow/constraint.sdc
export NUM_CORES = 4
export LEC_CHECK = 1
export CORE_AREA = 10 10 70 70
export DIE_AREA = 0 0 80 80
```
**flow/constraint.sdc**
```tcl
current_design WB

set clk_period 2.8
set clk_io_pct 0.2

create_clock -name clk0 -period $clk_period

set non_clock_inputs [all_inputs -no_clocks]
set_input_delay [expr $clk_period * $clk_io_pct] -clock clk0 $non_clock_inputs
set_output_delay [expr $clk_period * $clk_io_pct] -clock clk0 [all_outputs]
```
**flow/design.v**
```verilog
module WB (
    input clk,
    input reset,
    input [31:0] alu_result_in,     
    input [31:0] mem_data_in,       
    input [4:0] rd_in,              
    input reg_write_in,             
    output reg [4:0] rd_out,            
    output reg [31:0] rd_data_out,      
    output reg reg_write_out            
);
always @(*) begin
        rd_out = rd_in;
        reg_write_out = reg_write_in;
        if (mem_data_in != 32'b0)
            rd_data_out = mem_data_in;
        else
            rd_data_out = alu_result_in;
end
endmodule
```
**flow/run.sh**
```bash
#!/bin/bash
# OpenROAD 26Q1-2900-gdf79404cd8, Yosys 0.63+post, stock flow scripts
make -C /OpenROAD-flow-scripts/flow DESIGN_CONFIG=/design/flow/config.mk WORK_HOME=/design/flow/orfs finish
```
==> flow_summary.yaml <==
# yosys + openroad results
power_and_ir_drop:
  vdd_drop_max_mv: 0.0480
  powerDensity_nw_per_um2: 83.5
  p_switching_uw: 57.3
  p_seq_share_pct: 0
  clkPwrFrac_pct: 0
  p_comb_share_pct: 100.0
  p_sw_share_pct: 33.4
  power_uw: 172
  power_leakage_nw: 1.16
  p_int_uw: 114
final_timing:
  slew-limit-headroom_pct: 81.7
  timing.hold.ws_ps: 1120
  slew_viol_final: 0
  min_period_ps: 2750
  max_freq_mhz: 364
  tightest_slew_ps: 272
  post-route-period-util_pct: 98.2
  setup_viol: 0
  hold_viol_final: 0
  setup_tns_ps: 0
global_routing:
  grt_pass1_vias: 1216
  grt_pass1_wl_mm: 5.91
  grtUsageTotal_pct: 11.3
  overflow: 0
  antenna_found_initial: 0
  grt_max_degree: 10
critical_path:
  end_kind: "output port"
  crit_slowest_cell: "nor4_2"
  crit_top_cell: "buf_4"
  critPathKind: "in2out"
  worstPathMaxFanout: 8
  arrival_ps: 2190
  crit_chain: "dlygate4sd2_1 -> nor4_2 -> nand4_1 -> buf_4 -> buf_4 -> buf_6 -> o31ai_2 -> clkdlybuf4s15_1"
  critPathLaunchType: "input pin"
  cp.required_ps: 2240
  crit_start: "mem_data_in[14]"
  slowest_delay_ps: 300
route:
  n_antenna_cell: 0
  ant_nets: 0
  first_iter_violations: 25
  totalWireLength_mm: 3.93
  vias_per_cell: 4.20
  routedWlPerCell_um: 14.3
  drc: 0
  num_vias: 1152
  drt_pass1_iterations: 6
hold_path:
  holdPathEnd: "rd_out[0]"
  hp-start: "rd_in[0]"
  hp-class: "in2out"
  whs_path_depth: 0
floorplanning:
  die_height_um: 80
  rows: 21
  ios: 110
  dieArea_um2: 6400
  coreArea_um2: 3420
  floorplan.core_util_pct: 23.4
  fp.dieW_um: 80
placed_design:
  dp.cells: 258
  gp_congestion: 0.760
  place_hpwl_mm: 3.02
  port_buffers: 96
finish:
  num-fill-cells: 316
  layout-drive-gt1-share_pct: 32.9
  lay_top_count: "inv_1"
  syn_to_final_growth_pct: 157
  nClkBuffers: 0
  flop-count: 0
  regArea_um2: 0
  final_cells: 274
  lay_top_cells: "inv_1, dlygate4sd2_1, clkdlybuf4s50_1"
  post-route-util_pct: 60.2
synth:
  top_area_share_pct: 46.9
  syn_area_um2: 800
  synth_stat.cells: 118
  yosysTopAreaCell: "o31ai_2"
  yosys_warnings: 1
  synth.area.top_cells: "o31ai_2, inv_1, buf_4, nor4_1, buf_6"
  yosysUniqueCellTypes: 10
  yosys_area_um2: 800
  avgSynthCellArea_um2: 6.78
  syn_inst: 118
  ys_seq_share_pct: 0
cts:
  cts_hold_buf: 0
run_status:
  status: "finished, final reports clean"
flow_run:
  cap_violations: 0
  warnings: 35
[timing repair]
| item | CTS | global route |
|---|---|---|
| cloned | 5 | 0 |
| resized | 73 | 38 |
| endpoints found under the setup margin | 32 | 26 |
| pin swaps | 6 | 9 |
| setup buffers | 5 | 6 |
[kinds of logic (layout without fill, tap and decap cells)]
logic type	count (synthesis)	in the layout	synth area share (%)
and+or+nand+nor	10	10	9.39
AOI/OAI and AO/OA	32	32	48.8
buffers and inverters	76	186	41.8
[how the worst max path moves through the flow]
stage | end | cells after the start
global route | rd_data_out[18] | 8
finish | rd_data_out[4] | 8
CTS | rd_data_out[14] | 7
[stage by stage]
stage	cell area [um2]	worst slack (ps)
final	2060	51.7
after detailed placement	1810	-321
after global routing	2060	-57.6
after CTS	2000	-241
after floorplan	800	797
after global placement	1810	-332
[power by group through the flow]
stage	Sequential, mW	Clock, mW	Combinational, mW
after CTS	0	0	0.177
after global routing	0	0	0.190
final	0	0	0.172
[final cells by class]
cell class | instances | area, um2 | area share, %
multi-input cells | 42 | 553 | 26.9
well taps | 46 | 57.6 | 2.80
repair buffers | 122 | 1200 | 58.6
inverters | 64 | 240 | 11.7
[critical path: cells and delay by family]
| kind | cells | cell delay (ps) |
|---|---|---|
| compound gates | 1 | 180 |
| buf+inv | 5 | 900 |
| simple gates | 2 | 540 |
[synthesized netlist by cell type]
cell type  count
inv_1         64
nor4_1         7
buf_2          3
o31ai_1        2
buf_6          3
buf_4          6
o31ai_2       30
nor4_2         1
nand4_1        1
nand4_2        1
[routing by layer]
metal | GRT usage [%] | vias to the layer above | routed length [um]
met4 | 0 | 0 | 0
met2 | 19.6 | 53 | 1980
met3 | 4.32 | 0 | 420
met1 | 13.6 | 511 | 1530
li1 | - | 588 | -
met5 | 0 | - | 0
